$ cat flow/config.mk
export PLATFORM = sky130hd
export DESIGN_NAME = a_fifo
export DESIGN_NICKNAME = a_fifo
export VERILOG_FILES = /design/flow/design.v
export SDC_FILE = /design/flow/constraint.sdc
export NUM_CORES = 4
export LEC_CHECK = 1
export CORE_UTILIZATION = 40
$ cat flow/constraint.sdc
current_design a_fifo

set clk_period 4.2
set clk_io_pct 0.2

create_clock -name clk0 -period $clk_period [get_ports {clka}]
create_clock -name clk1 -period $clk_period [get_ports {clkb}]

set non_clock_inputs [all_inputs -no_clocks]
set_input_delay [expr $clk_period * $clk_io_pct] -clock clk0 $non_clock_inputs
set_output_delay [expr $clk_period * $clk_io_pct] -clock clk0 [all_outputs]
$ cat flow/run.sh
#!/bin/bash
# OpenROAD 26Q1-2900-gdf79404cd8, Yosys 0.63+post, stock flow scripts
make -C /OpenROAD-flow-scripts/flow DESIGN_CONFIG=/design/flow/config.mk WORK_HOME=/design/flow/orfs finish
$ cat flow/design.v
`timescale 1ps / 1ps
module a_fifo # (parameter FIFO_DEPTH = 16, parameter ADDRESS_LEN = 4)
			 (input logic [7:0] din_clka,
			  input logic wr,
			  input logic rd,
			  input logic clka,
			  input logic clkb,
			  input logic rstb_clkb,
			  input logic rstb_clka,
			  output logic full,
			  output logic [7:0] dout_clkb,
			  output logic empty);
	logic wr_en;
	logic rd_en;
	logic [ADDRESS_LEN-1:0] comp_rd_ptr;
	logic [ADDRESS_LEN-1:0] comp_wr_ptr;
	logic [ADDRESS_LEN-1:0] q2_sync_clka;
	logic [ADDRESS_LEN-1:0] q2_sync_clkb;
	logic [ADDRESS_LEN-1:0] wr_g_count_clka;
	logic [ADDRESS_LEN-1:0] rd_g_count_clkb;
	logic [ADDRESS_LEN-1:0] dec_in;
	logic [FIFO_DEPTH-1:0] dec_out; 
	logic [7:0] fifo_vec [FIFO_DEPTH - 1:0];
	logic [ADDRESS_LEN-1:0] mux_sel;
	assign wr_en = (wr & (~full));  
	gray_counter wr_ptr(.clk(clka), .rstb(rstb_clka), .count_en(wr_en), .g_count(wr_g_count_clka));
	gray2bin dec_in_bin(.gray_in (wr_g_count_clka), .bin_out(dec_in));
	assign dec_out = (wr_en) ? (1'b1 << dec_in) : {ADDRESS_LEN{1'b0}};
	dff_sync #(.WIDTH(ADDRESS_LEN)) sync_domain_b_to_a(.clk(clka), .resetb(rstb_clka), .d(rd_g_count_clkb), .q(q2_sync_clka));
	gray2bin check_if_full (.gray_in(q2_sync_clka), .bin_out (comp_rd_ptr));
	assign full = ((dec_in + 1'b1) == comp_rd_ptr);
	genvar i;
	generate
		for (i = 0; i < FIFO_DEPTH; i = i + 1)
		begin
			always_ff @ (posedge clka or negedge rstb_clka)
			begin
				if (~rstb_clka)
					fifo_vec[i] <= 8'b0;
				else if (dec_out[i])
					fifo_vec[i] <= din_clka;
			end
		end
	endgenerate
	assign rd_en = rd & (~empty);  
	gray_counter #(.RESET_VAL_G(4'b1000)) rd_ptr(.clk(clkb), .rstb(rstb_clkb), .count_en(rd_en), .g_count(rd_g_count_clkb));
	dff_sync #(.WIDTH(ADDRESS_LEN)) sync_domain_a_to_b(.clk(clkb), .resetb(rstb_clkb), .d(wr_g_count_clka), .q(q2_sync_clkb));
	gray2bin check_if_empty (.gray_in(q2_sync_clkb), .bin_out(comp_wr_ptr));
	assign empty = ((mux_sel + 1'b1) == comp_wr_ptr);
	gray2bin mux_sel_bin(.gray_in(rd_g_count_clkb), .bin_out(mux_sel));
	assign dout_clkb = fifo_vec[mux_sel];
endmodule
`timescale 1ps / 1ps
module bin2gray #(parameter NUMBER_OF_BITS = 4)
				(input logic [NUMBER_OF_BITS - 1:0] bin_in,
				output logic [NUMBER_OF_BITS - 1:0] gray_out);
	assign gray_out = (bin_in>>1) ^ bin_in;
endmodule
`timescale 1ps / 1ps
module  dff_sync #(WIDTH = 1) (
			     input  logic               clk,
			     input  logic               resetb,
			     input  logic [WIDTH-1:0]   d,
			     output logic [WIDTH-1:0]   q
			     );
  logic [WIDTH-1:0] q1;
  logic [WIDTH-1:0] q2;
  logic [WIDTH-1:0] rand_delay;
  logic [WIDTH-1:0] rand_flop;
  logic [WIDTH-1:0] d_delayed;
  always_ff @ (posedge clk or negedge resetb)
    if (~resetb)
      rand_flop <= '0;
    else
      rand_flop <= d;
  always
    begin
      #5ns;
      rand_delay = $random;
      for (int i = 0; i<WIDTH; i=i+1)
	d_delayed[i] = rand_delay[i] ? rand_flop[i] : d[i];
    end
  always_ff @ (posedge clk or negedge resetb)
    if (~resetb)
      begin
	q1 <= '0;
	q2 <= '0;
      end
    else
      begin
	q1 <= d_delayed;
	q2 <= q1;
      end
  assign q = q2;
endmodule
`timescale 1ps / 1ps
module gray2bin #(parameter NUMBER_OF_BITS = 4)
				(input logic [NUMBER_OF_BITS - 1:0] gray_in,
				output logic [NUMBER_OF_BITS - 1:0] bin_out);
	genvar i;
	generate
		for (i = 0; i < NUMBER_OF_BITS; i = i+1)
		begin
			assign bin_out[i] = ^gray_in[NUMBER_OF_BITS - 1:i];
		end
	endgenerate
endmodule
`timescale 1ps / 1ps
module gray_counter #(parameter NUMBER_OF_BITS = 4, parameter RESET_VAL_G = {NUMBER_OF_BITS{1'b0}})
					(input logic clk,
					 input logic rstb,
					 input logic count_en,
					 output logic [NUMBER_OF_BITS - 1: 0] g_count);
	logic [NUMBER_OF_BITS-1:0] inc_mux;
	logic [NUMBER_OF_BITS-1:0] data_in;
	logic [NUMBER_OF_BITS-1:0] b_count;
	gray2bin #(.NUMBER_OF_BITS(NUMBER_OF_BITS)) bin_count (.gray_in(g_count), .bin_out(b_count));
	assign inc_mux = count_en ? b_count + 1'b1 : b_count;
	bin2gray #(.NUMBER_OF_BITS(NUMBER_OF_BITS)) g_in (.bin_in(inc_mux), .gray_out(data_in));
	always_ff @ (posedge clk or negedge rstb)
	begin
		if (~rstb)
			g_count <= RESET_VAL_G;
		else
			g_count <= data_in;
	end
endmodule
==> notes.md <==
Implementation results.

The post-placement setup slack is -0.02944 ns. The area fraction of the largest cell type after synthesis is around half. The mean instance size in the synthesized netlist is 12.52 sq um.

Counting the warning lines in the Yosys log gives 8. The class of the tightest hold or removal check is reg -> reg. The synthesis report names the predominant flop master as sky130_fd_sc_hd__dfrtp_1.

The most used logic cell in the final layout is sky130_fd_sc_hd__dfrtp_1. The layout report lists the multi-input gate area as approximately 3600 sq um. The number of nets still failing antenna checks after routing is 0. The sort of element at the end of the critical path is a primary output. The count of library flops with an enable pin is 0. For met1 alone, demand over resource in global routing was around 32%. The type of the setup path with the least slack is reg -> out. The initial core utilization is between 40% and 50%. The setup violation total in the final timing report is 0. The number of input and output port buffers inserted is 22. Summed over all failing endpoints, the final setup total negative slack is 0 ns. Per the detail_route report, routed wire per instance is roughly 22 microns. The slew at the pin closest to its max-slew limit is approximately 0.75 ns. The CTS clock-pin slew for the worst setup and hold paths is ~0.060 ns. The largest total area in the synthesized netlist belongs to sky130_fd_sc_hd__dfrtp_1.

Note, the detailed placer reported a final HPWL of between 10 and 15 mm. The overall die area is between 15000 and 20000 sq um. The layout overhead on the synthesized area is 19.03%. TritonCTS built the clock tree.

The total cells reported by yosys after synthesis is a little under 600. According to the timing report, the arrival time at the worst endpoint equals between 3 and 4 ns. At the worst endpoint, the required time is 3.36 ns.

Per the final timing report, the hold violations number 0. The main area contributors are sky130_fd_sc_hd__dfrtp_1 (51%), sky130_fd_sc_hd__mux2_2 (19%), sky130_fd_sc_hd__nor3_4 (2.2%). The global routing met3 resource utilization is around 9%. The footprint of the flip-flops and latches is about 3800 sq um. The number of antenna violations at the first check in global routing is 0. Hold repair after CTS inserted 0 buffers. Summing over every cut layer, the via total after detailed routing is between 5000 and 6000. The number of violations reported at the end of detailed-routing iteration 0 is approximately 280.

Entering global routing, the biggest net connects 83 pins. The global-route wire length before repair is between 30 and 40 mm.

The die extent in y is roughly 140 microns. met2 track demand over resource after global routing is a little under a third. Per the synth stats, the proportion of register bits with asynchronous set or reset is 100.0%. According to the floorplan report, the placeable core area is about 18000 sq um. The library cells used most frequently in the layout, excluding fill and tap cells, are sky130_fd_sc_hd__dfrtp_1 (151), sky130_fd_sc_hd__mux2_2 (125), sky130_fd_sc_hd__buf_4 (43), sky130_fd_sc_hd__nand2_1 (28), sky130_fd_sc_hd__nand3_1 (28). The number of design rule violations left after detail routing is 0. The number of instances in the synthesized netlist is about 600. The post-synthesis sequential element count is ~150.

The routability-driven placement congestion ratio is around 0.91. The total overflow left after global routing is 0. Cells with a size suffix above 1 make up 35.93% of the layout. The number of sinks handled by clock tree synthesis is about 150.

Looking at the global route congestion table, the highest-usage layer is met1. For the final database, setup skew stands at 0.004860 ns. The post-detailed-routing wire length is about 19 mm.

The count of pins over their slew limit is 0. The worst slew margin relative to its limit is 50.33%. The worst setup path is launched from a flip-flop. The die extent in x is 138.7 microns.

The portion of the post-synthesis area used by sequential elements is 50.90%. Setup slack on the critical path of the routed design comes to 0.1297 ns. Across every metal layer, demand over resource in global routing totals a little over a fifth. The floorplan has approximately 49 rows. In the final layout, the fill cell count is 1517.

0 antenna diodes ended up in the layout. The run finished with clean final reports. The stat command in Yosys gives a chip area of 7475 sq um. The stage-log warning count is 34. The number of global-route vias before repair was 5287.

Setup repair after global routing left no endpoint under its margin. The top-level port count is 24. In this run the worst path has a maximum fanout of 7. The mapped netlist covers approximately 7500 sq um. The first-pass iteration count of the detailed router is 22. After synthesis, the netlist uses about 61 different library cells.

Per the run summary, max-cap violations total 0. The ratio of routed vias to standard cells is 5.840.
-- registers in the layout (all words and copies together), names as in the netlist --
name,flops
sync_domain_b_to_a.q2,4
rd_ptr.g_count,4
fifo_vec,128
sync_domain_a_to_b.q2,4
sync_domain_a_to_b.q1,4
sync_domain_b_to_a.q1,4
wr_ptr.g_count,4
-- worst paths after layout --
| kind | startpoint | end | slack, ns | cells past startpoint |
|---|---|---|---|---|
| max in group clk1 | rd_ptr.g_count[3] | rd_ptr.g_count[2] | 1.56 | 10 |
| min in group clk1 | sync_domain_a_to_b.q1[2] | sync_domain_a_to_b.q2[2] | 0.35 | 0 |
| min | sync_domain_b_to_a.q1[0] | sync_domain_b_to_a.q2[0] | 0.35 | 0 |
| max reg2reg | wr_ptr.g_count[1] | fifo_vec[3][2] | 0.44 | 9 |
| max | rd_ptr.g_count[3] | dout_clkb[7] | 0.13 | 10 |
| max in group asynchronous | rstb_clka | fifo_vec[6][6] | 2.69 | 2 |
| min reg2reg | sync_domain_b_to_a.q1[0] | sync_domain_b_to_a.q2[0] | 0.35 | 0 |
| min in group asynchronous | rstb_clka | fifo_vec[10][1] | 0.46 | 1 |
-- Yosys cell counts, drive strengths merged, types with 2 or more instances --
cell type and n:
and3 6, a2111oi 2, a32o 4, nor2 14
o221a 2, o211a 6, a221oi 2, a22oi 13
xor2 5, nand4 7, inv 5, nor2b 2
or4 2, nand2b 5, or2 3, nand2 28
mux2i 3, mux2 129, buf 16, a21oi 4
nor3 18, nor4 2, and4 2, o21ai 8
a211oi 3, clkbuf 29, nand3 28, o21a 7
a222oi 3, or3 6, a31oi 5, ha 10
xnor2 13, o211ai 13, a22o 4, a21o 2
a32oi 17, dfrtp 151, o32a 4
-- per-layer routing --
layer	wire length (microns)	share of wire, %
met3	1731	8.9
met4	363	1.9
met2	8672	45
met5	0	0
met1	8657	45
-- area by class of cell --
type | instances | share of cell area [%]
multi-input combinational | 395 | 39.98
tap | 229 | 3.220
clock buffer | 30 | 6.609
timing repair buffer | 66 | 6.286
clock inverter | 6 | 0.9281
inverter | 5 | 0.2109
sequential | 152 | 42.76
-- repair_timing --
action / 4_1_cts / 5_1_grt
endpoints found under the setup margin: 9 / 8
setup buffers: 1 / 1
pin swaps: 1 / 1
gates resized: 9 / 14
-- stage by stage --
stage                     instance area (sq um)  util [%]  std cells  hold WS [ns]
final                                      8897     49.03        883        0.3456
after global routing                       8897     49.03        883        0.3566
after CTS                                  8823     48.62        882        0.3485
after detailed placement                   8107     44.67        845        0.3356
after global placement                     8107     44.67        845        0.3385
after floorplan                            7475         -        597        0.3312
-- critical path, stage by stage (launching register included) --
cell and delay [ns]:
sky130_fd_sc_hd__dfstp_2 0.52, sky130_fd_sc_hd__inv_1 0.09, sky130_fd_sc_hd__ha_4 0.29, sky130_fd_sc_hd__xor2_2 0.21
sky130_fd_sc_hd__and3_4 0.25, sky130_fd_sc_hd__buf_4 0.15, sky130_fd_sc_hd__o21a_1 0.35, sky130_fd_sc_hd__a32oi_1 0.25
sky130_fd_sc_hd__nand4_1 0.11, sky130_fd_sc_hd__o32a_1 0.37, sky130_fd_sc_hd__clkdlybuf4s50_1 0.40
-- kinds of logic after synthesis --
kind of cell	count (synthesis)	share of synthesized area [%]
AND/OR/NAND/NOR	127	10.60
adder cells (fa/ha/maj)	10	1.674
buffers and inverters	50	2.913
flip-flops	152	50.90
multiplexers	132	19.84
AND-OR/OR-AND	107	11.55
XOR/XNOR	19	2.528
